## flow/run.sh

```bash
#!/bin/bash
# OpenROAD 26Q1-2900-gdf79404cd8, Yosys 0.63+post, stock flow scripts
make -C /OpenROAD-flow-scripts/flow DESIGN_CONFIG=/design/flow/config.mk WORK_HOME=/design/flow/orfs finish
```

## flow/config.mk

```make
export PLATFORM = sky130hd
export DESIGN_NAME = core_timer
export DESIGN_NICKNAME = core_timer
export VERILOG_FILES = /design/flow/design.v
export SDC_FILE = /design/flow/constraint.sdc
export NUM_CORES = 4
export LEC_CHECK = 1
export CORE_UTILIZATION = 50
```

## flow/constraint.sdc

```tcl
current_design core_timer

set clk_period 8.2
set clk_io_pct 0.2

create_clock -name clk0 -period $clk_period [get_ports {HCLK}]

set non_clock_inputs [all_inputs -no_clocks]
set_input_delay [expr $clk_period * $clk_io_pct] -clock clk0 $non_clock_inputs
set_output_delay [expr $clk_period * $clk_io_pct] -clock clk0 [all_outputs]
```

## flow/design.v

```verilog
module ahb2regbus (
	input wire HCLK,
	input wire HRESETn,
	input wire HSEL,
	input wire [32 - 1 : 0] HADDR,
	input wire HWRITE,
	input wire [2:0] HSIZE,
	input wire [1:0] HTRANS,
	input wire [2:0] HBURST,
	input wire [32 - 1 : 0] HWDATA,
	output wire HREADY,
	output reg [1:0] HRESP,
	output wire [32 - 1 : 0] HRDATA,
	input wire [32 - 1 : 0] ip_read_data,
	input wire ip_read_data_valid,
	output wire [32 - 1 : 0] ip_write_data,
	output reg [32 - 1 : 0] ip_addr,
	output reg [3:0] ip_byte_strobe,
	output reg valid_reg_access,
	output reg ip_wr1_rd0
);
parameter IP_REG_START_OFFSET = 12'h000;
parameter IP_REG_END_OFFSET = 12'h148;
parameter IP_OFFSET_RANGE_R = 11;
parameter IP_OFFSET_RANGE_L = 0;
assign HREADY = ip_read_data_valid;
wire valid_ahb_addr;
wire valid_ahb_ctrl;
wire valid_addr_phase;
assign valid_ahb_addr = HSEL && ((HADDR[IP_OFFSET_RANGE_R : IP_OFFSET_RANGE_L] >= IP_REG_START_OFFSET) && (HADDR[IP_OFFSET_RANGE_R : IP_OFFSET_RANGE_L] <= IP_REG_END_OFFSET));
assign valid_ahb_ctrl = HSEL && (HTRANS ==2'b10);
assign valid_addr_phase = valid_ahb_addr && valid_ahb_ctrl;
always @ (posedge HCLK or negedge HRESETn)
begin
	if(!HRESETn)
	begin
		valid_reg_access <= 1'b0;
	end
	else
	begin
		if(valid_addr_phase)
		begin
			valid_reg_access <= 1'b1;
		end
		else
		begin
			valid_reg_access <= 1'b0;
		end
	end
end
reg[2:0] ip_size;
always @ (posedge HCLK or negedge HRESETn)
begin
	if(!HRESETn)
	begin
		ip_addr <= {32{1'b0}};
		ip_size <= 3'h0;
		ip_wr1_rd0 <= 1'b0;
	end
	else
	begin
		if(valid_addr_phase)
		begin
			ip_addr <= HADDR;
			ip_size <= HSIZE;
			ip_wr1_rd0 <= HWRITE;
		end
		else
		begin
			ip_addr <= {32{1'b0}};
			ip_size <= 3'h0;
			ip_wr1_rd0 <= 1'b0;
		end
	end
end
always @ *
begin
	case (ip_size)
	3'h0: ip_byte_strobe = 4'b0001 << ip_addr[1:0];
	3'h1: ip_byte_strobe = 4'b0011 << {ip_addr[1],1'b0};
	3'h2: ip_byte_strobe = 4'b1111;
	default: ip_byte_strobe = 4'b0000;
	endcase
end
always @ (posedge HCLK or negedge HRESETn)
begin
	if(!HRESETn)
	begin
		HRESP <= 2'b00;
	end
	else
	begin
		if(HSEL && (!(valid_ahb_addr && valid_ahb_ctrl)))
		begin
			HRESP <= 2'b01;
		end
		else
		begin
			HRESP <= 2'b00;
		end
	end
end
assign ip_write_data = HWDATA;
assign HRDATA = ip_read_data;
endmodule
module core_timer (
output wire core_timer_int,				 
input wire HCLK,
input wire HRESETn,
input wire HSEL,
input wire [32 - 1 : 0] HADDR,
input wire HWRITE,
input wire [1:0] HTRANS,
input wire [2:0] HBURST,
input wire [32 - 1 : 0] HWDATA,
output wire HREADY,
output wire [1:0] HRESP,
output wire [32 - 1 : 0] HRDATA
);
wire valid_reg_access;
wire [32 - 1 : 0] ip_addr;
wire core_timer_reg_wr1_rd0;
wire [32 - 1 : 0] core_timer_reg_write_data;
wire [32 - 1 : 0] core_timer_reg_read_data;
ahb2regbus #(.IP_REG_START_OFFSET (16'h4000), .IP_REG_END_OFFSET(16'hbffc), .IP_OFFSET_RANGE_R (16), .IP_OFFSET_RANGE_L(0)) u_ahb2regbus(
	.HCLK			(HCLK),
	.HRESETn		(HRESETn),
	.HSEL			(HSEL),
	.HADDR			(HADDR),
	.HWRITE			(HWRITE),
	.HTRANS			(HTRANS),
	.HBURST			(HBURST),
	.HWDATA			(HWDATA),
	.HREADY			(HREADY),
	.HRESP			(HRESP),
	.HRDATA			(HRDATA),
	.ip_read_data		(core_timer_reg_read_data),
	.ip_write_data		(core_timer_reg_write_data),
	.ip_addr		(ip_addr),
	.valid_reg_access	(valid_reg_access),
	.ip_wr1_rd0		(core_timer_reg_wr1_rd0)
);
 core_timer_regs u_core_timer_regs(
.HCLK			(HCLK),
.HRESETn		(HRESETn),
.valid_reg_access		(valid_reg_access),
.addr				(ip_addr[15:0]),
.rd_wr				(core_timer_reg_wr1_rd0),
.write_data			(core_timer_reg_write_data),
.read_data			(core_timer_reg_read_data),
.timer_int			(core_timer_int)
);
endmodule
module core_timer_regs (
input wire HCLK,						 
input wire HRESETn,						 
input wire valid_reg_access,					 
input wire [15:0] addr,						 
input wire rd_wr,						 
input wire [32 - 1 : 0] write_data,		 
output wire [32 - 1 : 0] read_data,		 
output reg timer_int
);
reg [64:0] mtime;
wire [31:0] mtime_l = mtime[31:0];
wire [31:0] mtime_h = mtime[63:32];
reg [31:0] mtimecmp_l;
reg [31:0] mtimecmp_h;
wire mtime_l_sel;
wire mtimecmp_l_sel;
wire mtime_h_sel;
wire mtimecmp_h_sel;
assign mtime_l_sel = (addr == 16'hbff8);
assign mtimecmp_l_sel = (addr == 16'h4000);
assign mtime_h_sel = (addr == 16'hbff8 + 4);
assign mtimecmp_h_sel = (addr == 16'h4000 + 4);
wire valid_reg_read;
wire valid_reg_write;
assign valid_reg_read = valid_reg_access & !rd_wr;
assign valid_reg_write = valid_reg_access & rd_wr;
always @ (posedge HCLK or negedge HRESETn)
begin
	if (!HRESETn)
	begin
		mtime <= 64'h0;
	end
	else
	begin
		mtime <= mtime + 64'h1;
	end
end
wire [32 - 1 : 0] mtime_l_read_data;
assign mtime_l_read_data = mtime_l_sel ? mtime_l : {32{1'b0}};
wire [32 - 1 : 0] mtime_h_read_data;
assign mtime_h_read_data = mtime_h_sel ? mtime_h : {32{1'b0}};
always @ (posedge HCLK or negedge HRESETn)
begin
	if (!HRESETn)
	begin
		mtimecmp_l <= 32'hffffffff;
	end
	else
	begin
		if (mtimecmp_l_sel && valid_reg_write)
		begin
			mtimecmp_l <= write_data;
		end
		else
		begin
			mtimecmp_l <= mtimecmp_l;
		end
	end
end
wire [32 - 1 : 0] mtimecmp_l_read_data;
assign mtimecmp_l_read_data = mtimecmp_l_sel ? mtimecmp_l : {32{1'b0}};
always @ (posedge HCLK or negedge HRESETn)
begin
	if (!HRESETn)
	begin
		mtimecmp_h <= 32'hffffffff;
	end
	else
	begin
		if (mtimecmp_h_sel && valid_reg_write)
		begin
			mtimecmp_h <= write_data;
		end
		else
		begin
			mtimecmp_h <= mtimecmp_h;
		end
	end
end
wire [32 - 1 : 0] mtimecmp_h_read_data;
assign mtimecmp_h_read_data = mtimecmp_h_sel ? mtimecmp_h : {32{1'b0}};
assign read_data = {32{valid_reg_read}} &
		       (mtime_l_read_data 		|
		       mtime_h_read_data 		|
		       mtimecmp_l_read_data 		|
		       mtimecmp_h_read_data 		
);
always @ (posedge HCLK or negedge HRESETn)
begin
	if (!HRESETn)
	begin
		timer_int <= 1'b0;
	end
	else 
	begin
		if((mtimecmp_l_sel || mtimecmp_h_sel) && valid_reg_write)
		begin
			timer_int <= 1'b0;
		end
		else if({mtime_h, mtime_l} > {mtimecmp_h, mtimecmp_l})
		begin
			timer_int <= 1'b1;
		end
	end
end
endmodule
```

==> flow_metrics.env <==
# source this file to load flow results
export IMPL_timing_slew_headroom=0.463
export IMPL_totalNegativeSetupSlack_ns=0
export IMPL_openroad_warnings=44
export IMPL_gp_congestion=0.849
export IMPL_grt_pass1_wl_microns=32200
export IMPL_dp_final_hpwl_microns=13800
export IMPL_die_span_x_microns=134
export IMPL_ffs_latches_synth=148
export IMPL_post_synth_top_area_cell="sky130_fd_sc_hd__dfrtp_1"
export IMPL_seq_power_share=0.466
export IMPL_grt_pass1_vias=6237
export IMPL_cells_on_worst_reg2reg_path=8
export IMPL_post_synth_mux_area_share=0.156
export IMPL_vdd_drop_max_v=0.000198
export IMPL_grt_overflow_total=0
export IMPL_std_cell_rows=47
export IMPL_yosysUniqueCellTypes=48
export IMPL_power_share_combinational=0.045
export IMPL_timing_worst_setup_path_type="register to primary output"
export IMPL_clock_insertion_delay_worst_skew_ns=0.41
export IMPL_setup_violations_final=0
export IMPL_grt_busiest_layer="met1"
export IMPL_synth_seq_share=0.433
export IMPL_fp_coreArea_sq_mm=0.0168
export IMPL_num_fill_cells=1348
export IMPL_synthesized_area_per_cell_sq_um=10.6
export IMPL_cts_hold_repair_buffers=0
export IMPL_vias_per_cell=5.50
export IMPL_initCoreUtil=0.519
export IMPL_global_route_usage_met2=0.355
export IMPL_detail_route_iter0_violations=297
export IMPL_synth_cells=826
export IMPL_placedCellCount=1115
export IMPL_detailedRoute_firstPassIterationCount=4
export IMPL_synth_stat_cells=826
export IMPL_drive_above_1_share=0.193
export IMPL_clock_tree_buffer_depth=2
export IMPL_critical_path_slowest_cell="sky130_fd_sc_hd__or4_1"
export IMPL_clkTransAtPathRegs_ns=0.06
export IMPL_intPower_uw=1280
export IMPL_finalCriticalPeriod_ns=4.63
export IMPL_grt_setup_unrepaired="false"
export IMPL_synthToLayoutAreaGrowth_pct=19.9
export IMPL_fa_ha_area_frac=0.0931
export IMPL_drt_total_wl_microns=19200
export IMPL_detail_route_drc_violations=0
export IMPL_switching_share=0.211
export IMPL_final_instance_count_excl_fill=1147
export IMPL_num_vias=6310
export IMPL_drtAntennaViolNets=0
export IMPL_worst_slew_pin_slew_ns=0.798
export IMPL_ys_dominant_reg_cell="sky130_fd_sc_hd__dfrtp_1"
export IMPL_layout_worst_path_cycle_share=0.564
export IMPL_aoi_share=0.0599
export IMPL_initial_antenna_violation_count=0
export IMPL_crit_fanout=17
export IMPL_chipArea_sq_mm=0.0180
export IMPL_synth_dominant_cell_count="sky130_fd_sc_hd__dfrtp_1"
export IMPL_cp_required_ns=6.56
export IMPL_clock_tree_htree_level_count=4
export IMPL_crit_arrival_ns=2.99
export IMPL_yosys_area_top_type_share=0.241
export IMPL_final_slew_viol_count=0
export IMPL_asyncSetResetFlopFracSynth=1.00
export IMPL_hold_viol=0
export IMPL_crit_path_cell_trace="nand3b_1 > or4_1 > buf_4 > o22ai_1 > and2_1 > clkdlybuf4s50_1"
export IMPL_grtUsageTotal=0.236
export IMPL_synthTopCellsByArea="sky130_fd_sc_hd__dfrtp_1 24%, sky130_fd_sc_hd__dfstp_2 19%, sky130_fd_sc_hd__ha_1 9.3%"
export IMPL_cpPeakStageDelay_ns=0.89
export IMPL_fp_dieH_microns=134
export IMPL_ys_chip_area_sq_mm=0.00874
export IMPL_clock_power_frac=0.489
export IMPL_cts_tree="built"
export IMPL_timing_hold_worst_class="register to register"
export IMPL_p_sw_uw=343
export IMPL_synth_xor_xnor_area_share=0.0622
export IMPL_power_uw=1620
export IMPL_power_density_mw_per_mm2=155
export IMPL_status="finished, final reports clean"
export IMPL_globalRouteMet1Util=0.382
export IMPL_hold_path_cells=1
export IMPL_place_port_buffers=88
export IMPL_max_cap_viols=0
export IMPL_leakage_uw=0.00444
export IMPL_yosysWarningCount=3
export IMPL_tritoncts_num_buffers=17
export IMPL_synth_edff_count=0
export IMPL_synth_top_cells_by_count="84 x sky130_fd_sc_hd__dfrtp_1, 73 x sky130_fd_sc_hd__inv_1, 65 x sky130_fd_sc_hd__ha_1"
export IMPL_antennaDiodeCount=0
export IMPL_fin_skew_ns=0.00831
export IMPL_syn_area_sq_mm=0.00874
export IMPL_boundaryPins=109
export IMPL_ys_top_logic_family="multiplexers"
export IMPL_cts_repair_timing_setup_buffer_count=0
export IMPL_clockRootBuffer="sky130_fd_sc_hd__clkbuf_16"
export IMPL_tritoncts_num_sinks=148
export IMPL_end_kind="primary output"
export IMPL_wire_per_inst_microns=16.8
export IMPL_gates_resized_cts_repair=0
export IMPL_grt_util_met3=0.0509
export IMPL_startpoint_type="register"
export IMPL_hold_slack_ns=0.506
export IMPL_max_clock_freq_ghz=0.216
export IMPL_yosys_area_share_simple=0.150
export IMPL_grt_start_max_net_pins=58
layout by cell type (no fill, tap or decap), types with 9 or more instances in the layout:
cell type,n
sky130_fd_sc_hd__clkdlybuf4s50_1,87
sky130_fd_sc_hd__dfrtp_1,83
sky130_fd_sc_hd__inv_1,73
sky130_fd_sc_hd__ha_1,65
sky130_fd_sc_hd__mux2i_1,64
sky130_fd_sc_hd__mux2_2,64
sky130_fd_sc_hd__dfstp_2,64
sky130_fd_sc_hd__and2_1,48
sky130_fd_sc_hd__nand2_1,47
sky130_fd_sc_hd__xnor2_1,41
sky130_fd_sc_hd__nand4_1,35
sky130_fd_sc_hd__o22ai_1,32
sky130_fd_sc_hd__a21oi_1,29
sky130_fd_sc_hd__nor2_1,26
sky130_fd_sc_hd__nand3_1,25
sky130_fd_sc_hd__xor2_1,21
sky130_fd_sc_hd__clkbuf_16,18
sky130_fd_sc_hd__o21ai_0,12
sky130_fd_sc_hd__nor4_1,9
sky130_fd_sc_hd__nor3_1,9
sky130_fd_sc_hd__buf_4,9
routing by layer:
metal / up-vias / share of wire
li1: 3092 / -
met1: 3075 / 0.49
met2: 132 / 0.45
met3: 11 / 0.050
met4: 0 / 0.0094
met5: - / 0
layout make-up:
cell class,instances,area (sq um),share of cell area
clock buffers,22,495,0.0473
clock inverters,10,120,0.0115
inverters,73,274,0.0262
multi-input cells,577,4570,0.437
flip-flops and latches,148,3790,0.362
well taps,220,275,0.0263
repair buffers,97,950,0.0907
power by group through the flow:
stage     clock (uW)  sequential [uW]  combinational, uW
4_1_cts          809              755               73.8
5_1_grt          840              756               81.4
6_report         793              755               72.4
cells by family after synthesis:
| logic type | count (synthesis) |
|---|---|
| AND/OR/NAND/NOR | 232 |
| flip-flops | 148 |
| multiplexers | 128 |
| buffers and inverters | 102 |
| AND-OR/OR-AND | 88 |
| adder cells (fa/ha/maj) | 65 |
| XOR/XNOR | 62 |
| other | 1 |
sequential cells by signal (all words and copies together) (netlist names):
name                           cells
u_core_timer_regs.mtime           64
u_core_timer_regs.mtimecmp_h      32
u_core_timer_regs.mtimecmp_l      32
u_ahb2regbus.ip_addr              16
u_ahb2regbus.HRESP                 1
u_ahb2regbus.ip_wr1_rd0            1
u_ahb2regbus.valid_reg_access      1
u_core_timer_regs.timer_int        1
metrics by stage:
| step | instance area, sq um | worst slack [ns] | util |
|---|---|---|---|
| finish | 10500 | 3.57 | 0.623 |
| global route | 10500 | 3.41 | 0.623 |
| CTS | 10500 | 3.54 | 0.623 |
| detailed placement | 9860 | 4.00 | 0.586 |
| global placement | 9860 | 3.98 | 0.586 |
| floorplan | 8740 | 4.95 | - |
critical path: cells and delay by family (launching register included):
kind | cells | cell delay [ns]
AND-OR/OR-AND | 1 | 0.20
buffers and inverters | 2 | 0.83
flip-flops | 1 | 0.36
AND/OR/NAND/NOR | 3 | 1.17
path summary, 6_finish.rpt:
| check | to | from | slack, ns |
|---|---|---|---|
| worst max-delay path | HRDATA[0] | u_ahb2regbus.ip_addr[14] | 3.57 |
| worst min-delay path | u_core_timer_regs.mtime[63] | u_core_timer_regs.mtime[63] | 0.51 |
| worst max register to register | u_core_timer_regs.timer_int | u_core_timer_regs.mtimecmp_h[30] | 5.03 |
| worst min register to register | u_core_timer_regs.mtime[63] | u_core_timer_regs.mtime[63] | 0.51 |
| max in group asynchronous | u_ahb2regbus.ip_addr[2] | HRESETn | 5.99 |
| min in group asynchronous | u_core_timer_regs.mtime[55] | HRESETn | 1.13 |
Power figures rest on the tool's default switching activity, not on a simulated workload.
